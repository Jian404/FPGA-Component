### config.mk
export PLATFORM = sky130hd
export DESIGN_NAME = sync_fifo
export DESIGN_NICKNAME = sync_fifo
export VERILOG_FILES = /design/flow/design.v
export SDC_FILE = /design/flow/constraint.sdc
export NUM_CORES = 4
export LEC_CHECK = 1
export CORE_AREA = 10 10 103 103
export DIE_AREA = 0 0 113 113
### constraint.sdc
current_design sync_fifo

set clk_period 3.4
set clk_io_pct 0.2

create_clock -name clk0 -period $clk_period [get_ports {clock}]

set non_clock_inputs [all_inputs -no_clocks]
set_input_delay [expr $clk_period * $clk_io_pct] -clock clk0 $non_clock_inputs
set_output_delay [expr $clk_period * $clk_io_pct] -clock clk0 [all_outputs]
### design.v
module bram_arw_brx #(
    parameter       DATA_WIDTH = 8  ,
    parameter       ADDR_WIDTH = 1  
) (
    input                       clockIn_a       ,
    input                       enIn_a          ,
    input                       wrEnIn_a        ,
    input   [ADDR_WIDTH-1:0]    addrIn_a        ,
    input   [DATA_WIDTH-1:0]    dataIn_a        ,
    output                      dataOut_a       ,
    input                       clockIn_b       ,
    input                       enIn_b          ,
    input   [ADDR_WIDTH-1:0]    addrIn_b        ,
    output                      dataOut_b       
);
localparam      MEM_SIZE        =2**ADDR_WIDTH  ;
reg     [DATA_WIDTH-1:0]    ramData[MEM_SIZE-1:0];
reg     [DATA_WIDTH-1:0]    ramDataRegOut_a     ;
reg     [DATA_WIDTH-1:0]    ramDataRegOut_b     ;
always_ff@(posedge clockIn_a)begin
    if(enIn_a)begin
        if(wrEnIn_a)begin
            ramData[addrIn_a] <= dataIn_a;
        end
        if(wrEnIn_a)begin
            ramDataRegOut_a <= dataIn_a;
        end
        else begin
            ramDataRegOut_a <= ramData[addrIn_a];
        end
    end
end
assign dataOut_a = ramDataRegOut_a;
always_ff@(posedge clockIn_b)begin
    if(enIn_b)begin
        ramDataRegOut_b <= ramData[addrIn_b];
    end 
end
assign dataOut_b = ramDataRegOut_b;
endmodule
module sync_fifo#(
    parameter   DATA_WIDTH   = 8     ,
    parameter   ADDR_WIDTH   = 4     ,
    parameter   AF_THRESHOLD = 15    ,
    parameter   AE_THRESHOLD = 1     ,
    parameter   RAM_TYPE     = "BRAM"
)(
    input   logic                   clock       ,
    input   logic                   reset       ,
    input   logic                   wrEnIn      ,
    input   logic [DATA_WIDTH-1:0]  wrDataIn    ,
    input   logic                   rdEnIn      ,
    output  logic [DATA_WIDTH-1:0]  rdDataOut   ,
    output  logic                   full        ,
    output  logic                   almostfull  ,
    output  logic                   empty       ,
    output  logic                   almostempty ,
    output  logic                   overflow    ,
    output  logic                   underflow   
);
logic                       wrEn    ;
logic                       rdEn    ;
logic   [ADDR_WIDTH-1:0]    wrAddr  ;
logic   [ADDR_WIDTH-1:0]    rdAddr  ;
logic   [ADDR_WIDTH:0]      count   ;
assign wrEn = wrEnIn && !full;
assign rdEn = rdEnIn && !empty;
assign overflow = wrEnIn && full;
assign underflow = rdEnIn && empty;
always_ff@(posedge clock)begin
    if(reset)begin
        wrAddr <= 0;
    end
    else begin
        wrAddr <= wrAddr + wrEn;
    end
end
always_ff@(posedge clock)begin
    if(reset)begin
        rdAddr <= 0;
    end
    else begin
        rdAddr <= rdAddr + rdEn;
    end
end
always_ff@(posedge clock)begin
    if(reset)begin
        count <= 0;
    end
    else begin
        count <= count + wrEn - rdEn;
    end
end
assign full = count[ADDR_WIDTH]; 
always_ff@(posedge clock)begin
    if(reset)begin
        empty <= 1;
    end
    else if(wrEn && count == 0)begin
        empty <= 0;
    end
    else if(rdEn && !wrEn && count == 1)begin
        empty <= 1;
    end
end
always_ff@(posedge clock)begin
    if(reset)begin
        almostempty <= 1;
    end
    else if(wrEn && !rdEn && count == AE_THRESHOLD)begin
        almostempty <= 0;
    end
    else if(!wrEn && rdEn && count == AE_THRESHOLD+1)begin
        almostempty <= 1;
    end
end
always_ff@(posedge clock)begin
    if(reset)begin
        almostfull <= 0;
    end
    else if(wrEn && !rdEn && count == AF_THRESHOLD-1)begin
        almostfull <= 1;
    end
    else if(!wrEn && rdEn && count == AF_THRESHOLD)begin
        almostfull <= 0;
    end
end
bram_arw_brx #(
    .DATA_WIDTH         (DATA_WIDTH ),
    .ADDR_WIDTH         (ADDR_WIDTH )
)bram_arw_brx_inst(
    .clockIn_a          (clock      ),
    .enIn_a             (1'b1       ),
    .wrEnIn_a           (wrEnIn     ),
    .addrIn_a           (wrAddr     ),
    .dataIn_a           (wrDataIn   ),
    .dataOut_a          (),
    .clockIn_b          (clock      ),
    .enIn_b             (1'b1       ),
    .addrIn_b           (rdAddr     ),
    .dataOut_b          (rdDataOut  )
);
endmodule
### run.sh
#!/bin/bash
# OpenROAD 26Q1-2900-gdf79404cd8, Yosys 0.63+post, stock flow scripts
make -C /OpenROAD-flow-scripts/flow DESIGN_CONFIG=/design/flow/config.mk WORK_HOME=/design/flow/orfs finish
==> flow_metrics.env <==
# implementation run metrics
export IMPL_final_area_sq_um=1900
export IMPL_syn_area_sq_um=1640
export IMPL_ios=26
export IMPL_post_cts_buffers=0
export IMPL_synth_stat_cells=150
export IMPL_rsz0062_at_grt="no"
export IMPL_synth_distinct_cells=36
export IMPL_post_route_min_period_ns=2.72
export IMPL_p_leak_nw=0.669
export IMPL_layoutNonFillerInstCount=266
export IMPL_fp_util_pct=19.8
export IMPL_drt_wl_total_um=2810
export IMPL_ys_ff=33
export IMPL_top_area_share_pct=29.2
export IMPL_dp_hpwl_um=2010
export IMPL_synthMuxAreaShare_pct=6.09
export IMPL_path_max_fanout=11
export IMPL_drc=0
export IMPL_layout_drive_gt1_share_pct=8.07
export IMPL_drv_cap=0
export IMPL_skew_ns=0.00410
export IMPL_postCtsHoldBufs=0
export IMPL_relSlewSlack_pct=58.7
export IMPL_ff_type="dfxtp_1"
export IMPL_crit_family="buffers and inverters"
export IMPL_cts_resized=0
export IMPL_setup_worst_path_start_class="input port"
export IMPL_top_area_cell="edfxtp_1"
export IMPL_min_from="rdAddr[2]$_SDFF_PP0_"
export IMPL_cts_buffer_depth=2
export IMPL_ys_sh_simple_pct=20.0
export IMPL_ant_nets=0
export IMPL_wl_per_cell_um=10.6
export IMPL_cp_arrival_ns=2.04
export IMPL_die_x_um=113
export IMPL_dieArea_sq_um=12800
export IMPL_core_area_sq_um=8300
export IMPL_ys_sh_xor_pct=3.73
export IMPL_finalCritPeriodShare_pct=79.9
export IMPL_max_slew_worst_pin_slew_ns=0.617
export IMPL_clockRootBuffer="clkbuf_8"
export IMPL_first_pass_iters=4
export IMPL_synthCells=150
export IMPL_compound_area_share_pct=4.87
export IMPL_grt_max_degree=17
export IMPL_slew_violations=0
export IMPL_row_count=33
export IMPL_grt_pass1_wl_um=4960
export IMPL_syn2layout_area_growth_pct=15.6
export IMPL_warnings=34
export IMPL_path_class="in2out"
export IMPL_reg2reg_from="empty$_SDFFE_PP1P_"
export IMPL_fmax_mhz=368
export IMPL_status="finished, final reports clean"
export IMPL_cp_slowest_stage_delay_ns=0.71
export IMPL_drt_iter0_markers=58
export IMPL_common_cells="nor2_1, dfxtp_1, edfxtp_1, ha_1, buf_4"
export IMPL_clock_latency_ns=0.28
export IMPL_avgSynthCellArea_sq_um=11.0
export IMPL_r2r_end="count[4]$_SDFF_PP0_"
export IMPL_finalHoldViolCount=0
export IMPL_postSynth_asyncResetShare_pct=0
export IMPL_area_leaders="edfxtp_1, dfxtp_1, ha_1"
export IMPL_num_vias=999
export IMPL_ys_top_logic_family="simple AND/OR/NAND/NOR gates"
export IMPL_reg2reg_setup_slack_ns=1.17
export IMPL_hp_class="reg2reg"
export IMPL_grt_overflow=0
export IMPL_place_congestion=0.780
export IMPL_worst_path_max_delay_cell="clkdlybuf4s50_1"
export IMPL_yosysChipArea_sq_um=1640
export IMPL_yosysSeqAreaShare_pct=50.0
export IMPL_dp_cells=258
export IMPL_fin_ws_ns=0.682
export IMPL_clock_sinks=33
export IMPL_top_cell="nor2_1"
export IMPL_die_h_um=113
export IMPL_finalSetupViolations=0
export IMPL_grt_pass1_vias=1037
export IMPL_tns_ns=0
export IMPL_crit_top_cell="clkdlybuf4s50_1"
export IMPL_min_path_cells=1
export IMPL_crit_chain="clkdlybuf4s50_1, and2_1, clkdlybuf4s50_1"
export IMPL_r2r_cells=10
export IMPL_antenna_found_initial=0
export IMPL_port_buffers=11
export IMPL_critPathBufInv=2
export IMPL_vdd_drop_max_mv=0.317
export IMPL_placed_area_sq_um=1820
export IMPL_synth_adder_area_share_pct=8.07
export IMPL_synth_warnings=3
export IMPL_cts_clk_slew_worst_paths_ns=0.07
export IMPL_dp_slack_ns=0.410
export IMPL_cts_tree="done"
export IMPL_grt_usage_pct=4.62
export IMPL_antenna_cells=0
export IMPL_avgViaCountPerCell=3.76
export IMPL_synth_edff_count=16
export IMPL_p_per_area_nw_per_um2=590
export IMPL_htreeDepth=2
export IMPL_whs_endpoint="bram_arw_brx_inst.ramDataRegOut_b[0]$_DFF_P_"
export IMPL_numCtsBuffers=5
export IMPL_end_kind="output port"
export IMPL_worstPathRequired_ns=2.72
==> cells by family (layout without fill, tap and decap cells) <==
family / Yosys count / in the layout
other: 1 / 7
AND/OR/NAND/NOR: 61 / 61
flip-flops: 33 / 33
buffers and inverters: 21 / 26
XOR/XNOR: 7 / 7
multiplexers: 5 / 5
adder cells (fa/ha/maj): 10 / 10
AND-OR/OR-AND: 12 / 12
==> cells in the final DEF, fill, tap and decap left out, types with 2 or more instances in the layout <==
cell             instances
a21oi_1                  4
nand2b_1                 4
conb_1                   7
nor3_1                   7
nand3_1                  3
and2_1                   2
clkbuf_8                 5
xnor2_1                  5
inv_1                    7
clkdlybuf4s50_1         11
ha_1                     9
xor2_1                   2
clkinv_2                 2
and3b_1                  2
nor2_1                  21
nand3b_1                 3
nand2_1                  6
nor2b_1                  7
dfxtp_1                 17
edfxtp_1                16
nor3b_1                  2
mux4_2                   4
==> per-stage QoR <==
step	hold slack [ns]	power, W	utilization, %
after floorplan	0.441	0.000763	-
after global placement	0.503	0.000846	21.9
after detailed placement	0.495	0.000851	21.9
after CTS	0.515	0.00114	22.9
after global routing	0.543	0.00121	22.9
final	0.511	0.00112	22.9
==> power breakdown <==
group / internal (W) / switching, W / leakage (nW)
Sequential: 0.000464 / 0.0000542 / 0.284
Combinational: 0.000180 / 0.000142 / 0.340
Clock: 0.000142 / 0.000138 / 0.0450
Total: 0.000786 / 0.000334 / 0.669
==> final cells by class <==
cell class,instances,area [sq um]
multi-input combinational,102,728
inverter,7,26.3
clock buffer,6,72.6
timing repair buffer,11,110
clock inverter,2,10.0
sequential,33,821
tap,105,131
fill,865,6400
==> registers in the layout, indices dropped and copies added, names as in the netlist <==
register,cells
wrAddr,4
rdAddr,4
almostempty,1
bram_arw_brx_inst.ramDataRegOut_b,1
almostfull,1
bram_arw_brx_inst.ramData,16
empty,1
count,5
==> worst max-delay path by stage <==
stage / start / endpoint / slack, ns / cells after the start
after global routing: rdEnIn / count[4]$_SDFF_PP0_ / 0.46 / 11
after CTS: wrEnIn / overflow / 0.65 / 3
final: wrEnIn / overflow / 0.68 / 3
==> layer usage <==
layer | GRT usage (%) | routed length [um]
met1 | 6.20 | 1360
met2 | 7.14 | 1260
met3 | 1.71 | 156
met4 | 0.677 | 34
met5 | 0 | 0
Power is estimated from default activity; no workload was simulated.
